==> flow/design.v <==
`timescale 1ns / 1ps
module LPFilter #(parameter dim = 10)
(input [dim : 0] in,
output reg [dim : 0] out
    );
parameter highVal = 500;
always@(in)begin
if(in < highVal)
out = in;
else out = 2**(dim+1) - 1;
end
endmodule
==> flow/run.sh <==
#!/bin/bash
# OpenROAD 26Q1-2900-gdf79404cd8, Yosys 0.63+post, stock flow scripts
make -C /OpenROAD-flow-scripts/flow DESIGN_CONFIG=/design/flow/config.mk WORK_HOME=/design/flow/orfs finish
==> flow/config.mk <==
export PLATFORM = sky130hd
export DESIGN_NAME = LPFilter
export DESIGN_NICKNAME = LPFilter
export VERILOG_FILES = /design/flow/design.v
export SDC_FILE = /design/flow/constraint.sdc
export NUM_CORES = 4
export LEC_CHECK = 1
export CORE_AREA = 10 10 70 70
export DIE_AREA = 0 0 80 80
==> flow/constraint.sdc <==
current_design LPFilter

set clk_period 1.6
set clk_io_pct 0.2

create_clock -name clk0 -period $clk_period

set non_clock_inputs [all_inputs -no_clocks]
set_input_delay [expr $clk_period * $clk_io_pct] -clock clk0 $non_clock_inputs
set_output_delay [expr $clk_period * $clk_io_pct] -clock clk0 [all_outputs]
==> results.tsv <==
metric	value	unit
Cells after Synth	20	
dpl hpwl	657	µm
Sequential Power Share	0	
met3 routed WL	117	µm
outcome	finished, final reports clean	
share of post-route cells with drive strength above 1	0.391	
cell-internal power	0.0000390	W
Initial Util	0.0330	
most frequent logic cell in the layout	dlygate4sd2_1	
Post-Place Worst Slack	-0.466	ns
CP endpoint	out[8]	
Post-Syn Area	113	µm²
Fillers	404	
PwrDens	164	mW/mm²
CP peak stage delay	0.41	ns
Relative slew margins	0.861	
critical path's top delay family	buffers and inverters	
DIE AREA	0.00640	mm²
Die Span X	80	µm
worst hold slack	0.902	ns
tool warnings	32	
placed cell area	374	µm²
die height	80	µm
wl on met1	387	µm
initial antenna violation count	0	
core area	0.00342	mm²
fin crit share	0.984	
Crit path buffers/inverters	2	
Combinational Power Share	1.000	
gr ovfl total	0	
Port Buffers	22	
Residual DRC	0	
WP depth	3	
ANT nets after route	0	
slowest CP cell	clkdlybuf4s50_1	
post-route design area	400	µm²
total area of sequential cells	0	µm²
total number of vias	259	
gr usage total	0.0215	
commonest non-fill, non-tap cells in the layout	dlygate4sd2_1 (8), buf_4 (6), or3_1 (5)	
Net Sw Frac	0.405	
Psw	0.0000265	W
Max FO, Critical Path	10	
Area Overhead vs Synth	256	%
Max Used Layer	met3	
worst setup margin	0.0253	ns
crit path from	in[10]	
YS chip area	113	µm²
worst path cell trace	clkbuf_4, or3_1, clkdlybuf4s50_1	
Final Hold Fails	0	
registers	0	
ANT cells	0	
Yosys Instances	20	
CP required	1.28	ns
Placer Congestion	0.810	
# clk buffers	0	
Setup violations, final	0	
Period minus WS final	1.57	ns
unrepaired setup endpoints after global routing	no	
Clk pwr share	0	
maximum clock rate	635	MHz
largest net degree at the start of global routing	11	
tally of yosys warning messages	1	
vias in the first global route	234	
number of vias per cell	2.82	
mean post-synth cell area	5.63	µm²
CP startpoint kind	primary input	
DR WL/cell	8.96	µm
cell count after placement	86	
critical path class	primary input to output port	
Arr. time, crit path	1.25	ns
routed wire length	824	µm
drt initial violations	0	
Final Max Tran Viols	0	
CTS Hold Buffers Added	0	
Final Instance Count excl. Fillers	92	
maximum vdd drop	17.9	µV
global-route wire length before repair	1.17	mm
Ports	22	
Worst-Margin Slew	0.207	ns
CP endpoint kind	output port	
row count	21	
DRT Pass-1 Iters	1	
Max-Cap Viols	0	
Hold Path Class	primary input to output port	
leakage power	0.139	nW
met2 wire len	320	µm
Synth Seq Share	0	
distinct lib cells	8	
total negative slack	0	ns
[worst min path at each step]
stage / start / to / slack (ns) / cells after the start
4_1_cts: in[9] / out[1] / 1.03 / 4
5_1_grt: in[7] / out[7] / 0.93 / 3
6_report: in[5] / out[5] / 0.90 / 3
[logic make-up (layout without fill, tap and decap cells)]
family          count (synthesis)  after routing  synth area share
buf+inv                         2             28             0.144
simple gates                   11             11             0.544
compound gates                  7              7             0.311
[power groups by stage]
stage         Sequential, W  Combinational (W)  Clock, W
finish                    0          0.0000655         0
global route              0          0.0000724         0
CTS                       0          0.0000653         0
[repair_timing]
action,4_1_cts,5_1_grt
pin swaps,8,2
setup endpoints to repair,11,8
setup buffers,6,0
gates resized,39,13
[per-layer routing]
layer	vias to the layer above	track usage
li1	130	-
met5	-	0
met1	111	0.0257
met3	0	0.0102
met2	18	0.0361
met4	0	0
[tightest hold or removal path, stage by stage]
cell and delay, ns:
clkbuf_2 0.09, or3_1 0.09, dlymetal6s2s_1 0.09
[layout make-up]
type	count	area (µm²)	share of cell area
Timing Repair Buffer	28	223	0.556
Multi-Input combinational cell	18	120	0.300
Tap cell	46	57.6	0.144
[Yosys cell counts]
master / n / area share
buf_2: 1 / 0.044
o21ai_0: 6 / 0.27
o21ai_1: 1 / 0.044
nor2_1: 1 / 0.033
buf_6: 1 / 0.10
or3_1: 5 / 0.28
nand4_1: 1 / 0.056
nor3_1: 4 / 0.18
[through the flow]
step                      total power [W]   util
after floorplan                 0.0000161      -
after global placement          0.0000679  0.110
after detailed placement        0.0000679  0.110
after CTS                       0.0000653  0.117
after global routing            0.0000724  0.117
final                           0.0000655  0.117
Power is estimated from default activity; no workload was simulated.

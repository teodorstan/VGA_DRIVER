### /design/flow/design.v
`timescale 1ns / 1ps
module CNT#(
parameter pixWidth = 1600,
parameter  bitDim = 15
)
(
	input CLK,
	input RST,
	output [bitDim - 1:0] out
    );
	reg [bitDim - 1 : 0] CNT = 0;
always@(posedge CLK) begin
	if(RST) begin 
		CNT <= 0;
	end else begin 
	if (CNT >= pixWidth - 1) CNT <= 0;
	else CNT <= CNT + 1;
	end
end
assign out = CNT;
endmodule
### /design/flow/config.mk
export PLATFORM = sky130hd
export DESIGN_NAME = CNT
export DESIGN_NICKNAME = CNT
export VERILOG_FILES = /design/flow/design.v
export SDC_FILE = /design/flow/constraint.sdc
export NUM_CORES = 4
export LEC_CHECK = 1
export CORE_AREA = 10 10 80 80
export DIE_AREA = 0 0 90 90
### /design/flow/run.sh
#!/bin/bash
# OpenROAD 26Q1-2900-gdf79404cd8, Yosys 0.63+post, stock flow scripts
make -C /OpenROAD-flow-scripts/flow DESIGN_CONFIG=/design/flow/config.mk WORK_HOME=/design/flow/orfs finish
### /design/flow/constraint.sdc
current_design CNT

set clk_period 2.5
set clk_io_pct 0.2

create_clock -name clk0 -period $clk_period [get_ports {CLK}]

set non_clock_inputs [all_inputs -no_clocks]
set_input_delay [expr $clk_period * $clk_io_pct] -clock clk0 $non_clock_inputs
set_output_delay [expr $clk_period * $clk_io_pct] -clock clk0 [all_outputs]
==> metrics.csv <==
metric,value,unit
antenna_found_initial,0,
netlist-cell-type-count,19,
layout.cells.most_common,clkdlybuf4s50_1,
finalCoreUtilization,0.2005,
path_cells,clkdlybuf4s50_1,
clock_tree_from_tritoncts,built,
ctsResizeCount,0,
clk-insertion-delay-late,0.24,ns
slowest_delay,0.53,ns
power_frac_seq,0.546,
ctsHtreeMaxLevel,1,
finClkSkew,0.008459,ns
postRouteWirelength,1446,um
syn-instance-count,61,
ys_seq_frac,0.4469,
vdd_drop_max,268.9,uV
p_per_area,473.9,nW/um2
finalHoldViolCount,0,
placeable_core_area,4723,um2
crit_type,reg -> out,
dr_total_vias,478,
worst_setup_path_start_kind,flip-flop,
log.warning_count,25,
post_synth.cell_area_avg,11.01,um2
mappedNetlistArea,671.9,um2
place_inst,144,
critical_path.max_fanout,6,
min_period,1.712,ns
worstPathRequired,2.00,ns
cts_setup_buffers,0,
cpLargestDelayFamily,buffers and inverters,
worst_slew_margin_rel,0.6238,
antenna_violating_nets_post_route,0,
detailed_place_hpwl,1146,um
grt.met2_usage,0.05630,
die_w,90,um
ys.warnings.count,1,
grt_usage,0.03586,
global_placer_s_final_weighted_congestion,0.7511,
layout_top_registers,CNT: 15 flops,
diodes,0,
placement_rows,25,
dieHeight,90,um
critical_path.endpoint_type,output pin,
final_layout_top_logic_cells,"clkdlybuf4s50_1 (16), dfxtp_1 (15), nor4_2 (10)",
cts_buffer_depth,2,
ratio_of_cells_with_drive_above_1_in_the_final_layout,0.2222,
clockPowerShare,0.419,
ys_cells,61,
worst_hold_path_type,reg -> reg,
cts_hold_buf,0,
worstPathBufferInverterCount,1,
first_iter_violations,49,
detail_route.wl_per_cell,9.770,um
floorplanUtilization,0.1423,
run_status,"complete, no violations",
grt_first_pass_wirelength,2421,um
drv_cap,0,
largest-register,CNT,
crit_slowest_cell,clkdlybuf4s50_1,
final.setup.worst_slack,0.7885,ns
setup_violations,0,
drc,0,
final_cell_count_no_fill,148,
ioPinCount,17,
clk_root_buffer_cell,clkbuf_8,
avgViaCountPerCell,3.230,
final.setup.tns,0,ns
port-buffer-count,16,
cts_inserted_buffers,3,
internal_cell_power,361.1,uW
grt-ovfl-total,0,
finish.instance_area,947.2,um2
static-leakage-power,0.2777,nW
grt_pass1_vias,482,
finalClockPeriodUsage,0.6846,
fraction_of_power_spent_switching_nets,0.1955,
grt_util_met1,0.04128,
die_footprint,8100,um2
yosysChipArea,671.9,um2
synthToLayoutAreaGrowth,40.97,%
synth_flop_count,15,
switching_power,87.75,uW
worst_setup_hold_path_clk_slew,0.06,ns
timing.final.max_slew_violations,0,
detailed_place.area,900.9,um2
use_met3,0.02515,
largest_reg_flops,15,
power_frac_comb,0.035,
rsz0062_at_grt,no,
dp_slack,0.7746,ns
cp_data_arrival_time,1.21,ns
firstDrtPassIters,2,
cts_sinks,15,
most_used_layer_global_route,met2,
fmaxAchievable,584.3,MHz
pin_count_of_the_biggest_net_entering_global_routing,12,
worstMarginPinSlew,0.5625,ns
-- power groups by stage --
stage	clock, mW	sequential [mW]	combinational (mW)
5_1_grt	0.215	0.246	0.0177
4_1_cts	0.198	0.245	0.0161
6_report	0.188	0.245	0.0156
-- layout make-up --
class	instances	area [um2]
inverter	2	7.507
clock inverter	1	5.005
timing repair buffer	16	160.2
tap	67	83.83
multi-input combinational	44	349.1
clock buffer	3	41.29
sequential	15	300.3
fill	511	3776
-- cell families (layout without fill, tap and decap cells) --
kind of cell               Yosys count  count (layout)  share of synthesized area
xor gates and xnor gates             9               9                     0.1173
DFF                                 15              15                     0.4469
and+or+nand+nor                     28              28                     0.3389
other                                1               4                   0.005581
adders and majority gates            1               1                    0.01862
AOI/OAI and AO/OA                    2               2                    0.02234
buffers and inverters                5              22                    0.05028
-- per-layer routing --
metal,share of wire,routed length (um),vias to the layer above
met5,0,0,-
met4,0.0048,7,0
met3,0.11,153,2
met2,0.45,646,13
met1,0.44,638,213
li1,-,-,250
-- through the flow --
step / power, mW / hold WS [ns]
after global placement: 0.2655 / 0.5010
after global routing: 0.4787 / 0.5381
after floorplan: 0.2564 / 0.4596
after detailed placement: 0.2663 / 0.5077
final: 0.4488 / 0.5187
after CTS: 0.4586 / 0.5227
-- Yosys cell counts (all sizes together) --
cell    count  area [um2]
xor2        2       17.52
nand3       4       30.03
buf         2       22.52
ha          1       12.51
nor3        4       25.02
nand2       4       15.01
or4         1       11.26
o21ai       1       5.000
o211a       1       10.01
dfxtp      15       300.3
conb        1       3.750
inv         2       7.510
clkbuf      1       3.750
nor2        4       15.01
nor4       11       131.4
xnor2       7       61.31
-- worst paths after layout --
kind,cells after the start,end,start,slack [ns]
max,1,out[6],CNT[6]$_SDFF_PP0_,0.79
min,1,CNT[0]$_SDFF_PP0_,CNT[0]$_SDFF_PP0_,0.52
max reg2reg,5,CNT[8]$_SDFF_PP0_,CNT[0]$_SDFF_PP0_,0.79
min reg2reg,1,CNT[0]$_SDFF_PP0_,CNT[0]$_SDFF_PP0_,0.52
Power figures rest on the tool's default switching activity, not on a simulated workload.

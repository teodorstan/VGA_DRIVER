<file path="/design/flow/config.mk">
export PLATFORM = sky130hd
export DESIGN_NAME = VERT_CNT
export DESIGN_NICKNAME = VERT_CNT
export VERILOG_FILES = /design/flow/design.v
export SDC_FILE = /design/flow/constraint.sdc
export NUM_CORES = 4
export LEC_CHECK = 1
export CORE_AREA = 10 10 70 70
export DIE_AREA = 0 0 80 80
</file>
<file path="/design/flow/constraint.sdc">
current_design VERT_CNT

set clk_period 2.1
set clk_io_pct 0.2

create_clock -name clk0 -period $clk_period [get_ports {CLK}]

set non_clock_inputs [all_inputs -no_clocks]
set_input_delay [expr $clk_period * $clk_io_pct] -clock clk0 $non_clock_inputs
set_output_delay [expr $clk_period * $clk_io_pct] -clock clk0 [all_outputs]
</file>
<file path="/design/flow/design.v">
`timescale 1ns / 1ps
module VERT_CNT(
	input CLK,
	input CE,
	output [9:0] out
    );
	 reg [9:0] CNT = 0;
always@(posedge CLK) begin
	if (CE) begin
		if (CNT > 665) CNT <= 0;
		else CNT <= CNT + 1;
	end
end
assign out = CNT;
endmodule
</file>
<file path="/design/flow/run.sh">
#!/bin/bash
# OpenROAD 26Q1-2900-gdf79404cd8, Yosys 0.63+post, stock flow scripts
make -C /OpenROAD-flow-scripts/flow DESIGN_CONFIG=/design/flow/config.mk WORK_HOME=/design/flow/orfs finish
</file>
==> results.txt <==
Implementation progress

The total number of clock tree sinks stands at 10. The static leakage stands at ~0.28 nW. The core region is 0.00342 mm^2.

The switching power stands at 0.000162 W. The area of the synthesized netlist per yosys stat stands at between 600 and 700 um^2. The growth of design area from synthesis to finish stands at 29.8%. Across all layers, the routed design uses between 400 and 500 vias. The number of cells in Yosys stat stands at about 60. Ranked by flip-flop count, first place goes to CNT. The top cell types in the final layout, fill and taps aside, are 11 x sky130_fd_sc_hd__nor2_1, 11 x sky130_fd_sc_hd__clkdlybuf4s50_1, 10 x sky130_fd_sc_hd__edfxtp_1, 6 x sky130_fd_sc_hd__nand2_1, 5 x sky130_fd_sc_hd__inv_1. Combinational cells account for roughly a quarter of the total power. The final number of setup-violating endpoints stands at 0. The largest net degree at the start of global routing stands at 11. The routed wire length per instance stands at roughly 11 um.

Static timing analysis puts the maximum clock frequency at ~570 MHz. After clock tree synthesis, the repair step resized 0 gates. The proportion of layout cells with a drive suffix above 1 stands at 16.2%. The final-layout fill cell count stands at 374. The post-layout minimum cycle time stands at 1.74 ns. The count of antenna diodes in the layout stands at 0. In the power breakdown, the internal column shows between 0.0003 and 0.0004 W. According to the I/O placement log, the pin count is 12. The total half-perimeter wirelength after legalization and detailed placement stands at between 1 and 1.5 mm.

VDD sags by at most around 350 uV. In this run the cell area of the synthesized design comes to between 600 and 700 um^2. The final wirelength stands at 1.36 mm. Note that the worst hold path type here is reg -> reg.

Post-route period utilization is reported as ~83%. The die outline height stands at 80 um. The share of total power in sequential cells stands at a little over half. The most critical setup path has its startpoint at CNT[0].

The power share of the clock group stands at 22.6%. In this run the remaining antenna-violating nets after routing total 0. After synthesis, flip-flops and latches occupy 47.1% of the total area.

STA lists the startpoint of the worst register-to-register path as CNT[0]. Counting instances, the worst hold path has a depth of 2. STA classifies the critical path startpoint as a flop. The switching share of total power stands at between 20 and 30%.

Warnings reported by Yosys during synthesis add up to 1. CTS built an H-tree with a depth of 1. The root buffer cell chosen for the clock tree is sky130_fd_sc_hd__clkbuf_4. The worst register-to-register path has a depth of 5. The buffer count from post-CTS setup fixing stands at 0. The core utilization at floorplan stands at a little under a fifth. The overall global routing resource usage stands at 4.44%. The longest incremental delay of any stage on the critical path is reported as roughly 0.47 ns. The x dimension of the die stands at around 80 um. Per STA, the library cell used most along the worst path is sky130_fd_sc_hd__nor2_1. The largest registers in the layout are CNT (10).

Along the critical path, the tally of buffer and inverter instances is 0. In the final report, the number of pins over their slew limit comes to 0. Max fanout on the critical path was recorded as 6. TritonCTS created 3 clock buffers. Synthesis produced ~60 cells.

Recorded from the global router log, the overflow total was 0. Dividing the synthesized area by the synthesized cell count gives between 10 and 15 um^2. The number of antenna violations at the first check in global routing stands at 0. The cell type that accounts for the most area after synthesis is sky130_fd_sc_hd__edfxtp_1. TritonCTS built the clock tree. The final cell utilization of the core stands at approximately 24%. STA classifies the critical path endpoint as a flop.

The total power per unit cell area stands at between 600 and 700 mW/mm^2. The timing report gives the clock slew at the launch and capture registers of the worst setup and hold paths as 0.06 ns. Setup repair after global routing left no endpoint under its margin.

The iteration count recorded for the first detailed-route pass is 4. The report lists the cells along the critical path as ha_1 -> nor2_1 -> nor2_1 -> o311ai_0 -> o22ai_1. The number of library cell types mapped by synthesis stands at 23.

The relative slew slack stands at between 60% and 70%. The post-synth register bit count is 10. The last weighted congestion value of the routability-driven placer stands at 0.825. Setup total negative slack on the finished layout was measured at 0 ns. The maximum root-to-sink buffer count stands at 2.

According to the floorplan report, the total die area is 0.00640 mm^2. The count of maximum capacitance violations stands at 0. The final timing report lists a hold violation count of 0.

At the worst endpoint, the arrival time is ~1.7 ns. In this run the tool buffered the top-level ports with 11 buffer cells. The number of flip-flops under the largest register name stands at 10. Per STA, the worst path accumulates the most delay in the family flip-flops. Per the hold report, the tightest min-delay path originates at CNT[8].

The later-pin clock latency in the skew report stands at between 0.2 and 0.3 ns. The via density per instance stands at roughly 4. The quantity of hold-fixing buffers added after cts stands at 0. Counting buffers and inverters, the worst setup path is 5 cells deep. According to the floorplan log, the row count is 21. The share of the synthesized area in the top cell type stands at between 40% and 50%. The via count of the first global-routing pass is ~470. The pin closest to its max-slew limit shows a slew of between 0.4 and 0.5 ns.

The required time at the worst endpoint is listed as ~2.1 ns. The tool warning count for the run is 27. The run finished with clean final reports. The residual DRC count stands at 0. The post-route clock skew stands at 0.00424 ns. The main area contributors are sky130_fd_sc_hd__edfxtp_1 47%, sky130_fd_sc_hd__nor2_1 6.5%, sky130_fd_sc_hd__ha_1 5.9%. The first global-routing pass estimated roughly 2.3 mm of wire. Per the log, the first TritonRoute iteration ended with a DRC count of 22.

The critical path's slowest stage uses the library cell sky130_fd_sc_hd__edfxtp_1. The critical path in this run is classified as reg -> reg.
## cell type report
class                           instances  area, um^2  area share, %
Clock buffer                            3        22.5           2.72
Inverter                                5        18.8           2.27
Sequential cell                        10         300           36.3
Tap cell                               46        57.6           6.95
Multi-Input combinational cell         45         319           38.5
Timing Repair Buffer                   11         110           13.3
## through the flow
step                total power, W  area [um^2]  setup slack (ns)  std cells  hold slack, ns
floorplan                 0.000365          638             0.526         60           0.532
global route              0.000606          828             0.175        120           0.711
global placement          0.000434          806             0.421        117           0.660
CTS                       0.000566          828             0.341        120           0.693
detailed placement        0.000436          806             0.362        117           0.677
finish                    0.000556          828             0.360        120           0.688
## Yosys cell counts
master	n
sky130_fd_sc_hd__xor2_1	1
sky130_fd_sc_hd__o21ai_2	1
sky130_fd_sc_hd__ha_1	3
sky130_fd_sc_hd__o21ai_0	1
sky130_fd_sc_hd__a21oi_1	3
sky130_fd_sc_hd__o31a_1	1
sky130_fd_sc_hd__nand2b_1	1
sky130_fd_sc_hd__nand3_2	2
sky130_fd_sc_hd__a31oi_1	1
sky130_fd_sc_hd__nor2b_1	1
sky130_fd_sc_hd__xnor2_1	4
sky130_fd_sc_hd__o311ai_4	1
sky130_fd_sc_hd__nor2_2	1
sky130_fd_sc_hd__nor2_1	11
sky130_fd_sc_hd__edfxtp_1	10
sky130_fd_sc_hd__nor4_2	1
sky130_fd_sc_hd__nor3_2	2
sky130_fd_sc_hd__o311ai_0	1
sky130_fd_sc_hd__a21oi_2	1
sky130_fd_sc_hd__nand2_1	6
sky130_fd_sc_hd__nand4b_1	1
sky130_fd_sc_hd__inv_1	5
sky130_fd_sc_hd__o22ai_1	1
## worst paths after layout
check,end,slack [ns]
min,CNT[8],0.69
max,CNT[6],0.36
min reg2reg,CNT[8],0.69
max reg2reg,CNT[6],0.36
## cell families after synthesis
kind of cell	Yosys count	synth area share, %
and+or+nand+nor	26	22.6
AOI/OAI and AO/OA	11	14.7
adders and majority gates	3	5.88
xor gates and xnor gates	5	6.86
buffers and inverters	5	2.94
DFF	10	47.1
## worst register-to-register path: stages, from the launching register on
cell	delay, ns
sky130_fd_sc_hd__edfxtp_1	0.47
sky130_fd_sc_hd__ha_1	0.25
sky130_fd_sc_hd__nor2_1	0.23
sky130_fd_sc_hd__nor2_1	0.07
sky130_fd_sc_hd__o311ai_0	0.34
sky130_fd_sc_hd__o22ai_1	0.12
## metal layers
metal  global-route usage [%]  vias to the layer above  share of wire, %
li1                         -                      243                 -
met1                     5.76                      221                44
met2                     5.86                       16                41
met3                     3.52                        2                15
met4                    0.352                        0              0.59
met5                        0                        -                 0
## power groups by stage
stage,clock network (W),registers [W],logic [W]
after CTS,0.000133,0.000295,0.000138
after global routing,0.000149,0.000301,0.000155
final,0.000126,0.000294,0.000136
Power is estimated from default activity; no workload was simulated.
